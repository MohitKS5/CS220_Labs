==> ./design.v <==
`timescale 1ns / 1ps
module lcd_welcome(
    first_line,
    second_line,
    clk,
    lcd_rs,
    lcd_rw,
    lcd_e,
    db4,
    db5,
    db6,
    db7
    );
     input [0:127] first_line;
     input [0:127] second_line;
     input clk;
     output lcd_rs, lcd_rw, lcd_e, db4, db5, db6, db7;
     reg lcd_rs, lcd_rw, lcd_e, db4, db5, db6, db7;
     reg [7:0] line1_index = 0;
     reg [1:0] line1_state = 3;
     reg [7:0] line2_index = 0;
     reg [1:0] line2_state = 3;
     reg [19:0] counter = 1_000_000;
     reg [2:0] next_state = 0;
     reg [2:0] line_break_state = 7;
     reg [5:0] init_ROM [0:13];
     reg [3:0] init_ROM_index = 0;
     initial begin
        init_ROM[0] = 6'h03;
        init_ROM[1] = 6'h03;
        init_ROM[2] = 6'h03;
        init_ROM[3] = 6'h02;
        init_ROM[4] = 6'h02;
        init_ROM[5] = 6'h08;
        init_ROM[6] = 6'h00;
        init_ROM[7] = 6'h06;
        init_ROM[8] = 6'h00;
        init_ROM[9] = 6'h0c;
        init_ROM[10] = 6'h00;
        init_ROM[11] = 6'h01;
        init_ROM[12] = 6'h08;
        init_ROM[13] = 6'h00;
     end
    always @ (posedge clk) begin
       if (counter == 0) begin
           counter <= 1_000_000;
            if (init_ROM_index == 14) begin
                next_state <= 4;
                init_ROM_index <= 0;
                line1_state <= 0;
            end
            if ((next_state != 4) && (init_ROM_index != 14)) begin
              case (next_state)
					 0: begin
                        lcd_e <= 0;
                        next_state <= 1;
						 end
					 1: begin
                        {lcd_rs, lcd_rw, db7, db6, db5, db4} <= init_ROM[init_ROM_index];
                        next_state <= 2;
                   end
                2: begin
								lcd_e <= 1;
                        next_state <= 3;
                    end
                3: begin
								lcd_e <= 0;
                        next_state <= 1;
                        init_ROM_index <= init_ROM_index + 1;
                    end
                endcase
             end
            if (line1_index == 128) begin
                line1_state <= 3;
                line1_index <= 0;
                line_break_state <= 0;
            end
            if ((line1_state != 3) && (line1_index != 128)) begin
                case (line1_state)
                    0: begin
                            {lcd_rs, lcd_rw, db7, db6, db5, db4} <=
{2'h2,first_line[line1_index],first_line[line1_index+1],first_line[line1_index+2],first_line[line1_index+3]};
                            line1_state <= 1;
                        end
                    1: begin
                            lcd_e <= 1;
                            line1_state <= 2;
                        end
                    2: begin
                            lcd_e <= 0;
                            line1_state <= 0;
                            line1_index <= line1_index+4;
                        end
                endcase
            end
            if (line_break_state != 7) begin
                case (line_break_state)
                    0: begin
                            {lcd_rs, lcd_rw, db7, db6, db5, db4} <= 6'h0c;
                            line_break_state <= 1;
                        end
                    1: begin
                            lcd_e <= 1;
                            line_break_state <= 2;
                        end
                    2: begin
                            lcd_e <= 0;
                            line_break_state <= 3;
                        end
                    3: begin
                            {lcd_rs, lcd_rw, db7, db6, db5, db4} <= 6'h00;
                            line_break_state <= 4;
                        end
                    4: begin
                            lcd_e <= 1;
                            line_break_state <= 5;
                        end
                    5: begin
                            lcd_e <= 0;
                            line_break_state <= 7;
                            line2_state <= 0;
                        end
                endcase
            end
            if (line2_index == 128) begin
                line2_state <= 3;
                line2_index <= 0;
            end
            if ((line2_state != 3) && (line2_index != 128)) begin
                case (line2_state)
                    0: begin
                            {lcd_rs, lcd_rw, db7, db6, db5, db4} <=
{2'h2,second_line[line2_index],second_line[line2_index+1],second_line[line2_index+2],second_line[line2_index+3]};
                            line2_state <= 1;
                        end
                    1: begin
                            lcd_e <= 1;
                            line2_state <= 2;
                        end
                    2: begin
                            lcd_e <= 0;
                            line2_state <= 0;
                            line2_index <= line2_index+4;
                        end
                endcase
            end
            if(line2_index == 128)
            begin
                line1_index <= 0;
                line1_state <= 3;
                line2_index <= 0;
                line2_state <= 3;
                next_state <= 0;
                line_break_state <= 7;
                init_ROM_index <= 0;
            end
        end
        else
        begin
           counter <= counter - 1;
        end
    end
endmodule
module top(
	input clk,
	output wire LCD_RS,
	output wire LCD_E,
	output wire LCD_W,
	output wire [3:0] data
      );
  reg [127:0] LINE1;
  reg [127:0] LINE2;
   initial begin
      LINE1 <=  "WELCOME TO CSE  ";
      LINE2 <=  "IIT KANPUR      ";
    end
  lcd_welcome uut(LINE1,LINE2,clk,LCD_RS,LCD_W,LCD_E,data[0],data[1],data[2],data[3]);
endmodule
==> ./run.sh <==
#!/bin/bash
# OpenROAD 26Q1-2900-gdf79404cd8, Yosys 0.63+post, stock flow scripts
make -C /OpenROAD-flow-scripts/flow DESIGN_CONFIG=/design/flow/config.mk WORK_HOME=/design/flow/orfs finish
==> ./config.mk <==
export PLATFORM = sky130hd
export DESIGN_NAME = top
export DESIGN_NICKNAME = top
export VERILOG_FILES = /design/flow/design.v
export SDC_FILE = /design/flow/constraint.sdc
export NUM_CORES = 4
export LEC_CHECK = 1
export CORE_UTILIZATION = 40
==> ./constraint.sdc <==
current_design top

set clk_period 15.0
set clk_io_pct 0.2

create_clock -name clk0 -period $clk_period [get_ports {clk}]

set non_clock_inputs [all_inputs -no_clocks]
set_input_delay [expr $clk_period * $clk_io_pct] -clock clk0 $non_clock_inputs
set_output_delay [expr $clk_period * $clk_io_pct] -clock clk0 [all_outputs]
==> flow_results.org <==
#+TITLE: Implementation results

** Critical path
- Element type at the critical path end :: primary output
- Listed in order, past its start point the critical path passes clkdlybuf4s50_1.
- Peak per-stage delay on the critical path :: 0.47 ns
- Category of the critical setup timing path :: reg2out
- Cell with the largest stage delay on the worst path :: sky130_fd_sc_hd__clkdlybuf4s50_1
- Per the timing report, the biggest fanout along the worst path comes to 2.
- Required @ worst endpoint :: 12.00 ns
- Critical path data arrival time :: 1.13 ns
- Nature of the critical path startpoint :: flop
- Crit path buffers/inverters :: 1
- Family of cells with the greatest summed delay on the critical path :: buffers and inverters

** Detailed routing
- Count of nets left with antenna violations after detail routing :: 0
- Via-per-instance ratio :: 5.80
- Starting DRC count in detailed routing :: 375
- Average detailed-routed wire length per instance :: 15.7 um
- Wires add up to 11.0 mm.
- Via count :: 4074
- The repair_antennas step left the layout with diodes totalling 0.
- DRT Pass-1 Iters :: 5
- DRC violation count after routing :: 0

** Placement
- Detailed placement ended at an HPWL of 7.62 mm.
- The placed instances occupy a cell area of 4770 sq um.
- The number of placed instances, taps included, is 694.
- Count of buffers inserted at the top-level ports :: 7
- Routability-driven placement finished with a final weighted congestion of 0.896.

** Logic synthesis
- Sorting the synthesis cell report by count puts at the top sky130_fd_sc_hd__nor2_1.
- Synth area leaders :: sky130_fd_sc_hd__edfxtp_1, sky130_fd_sc_hd__dfxtp_1, sky130_fd_sc_hd__ha_1
- The synthesized netlist contains 67 unique library cells.
- Total number of yosys warnings :: 2
- Summed over its instances, the top area cell type makes up 22.5% of the synthesized netlist area.
- Most frequent cells after synthesis :: sky130_fd_sc_hd__nor2_1, sky130_fd_sc_hd__nand2_1, sky130_fd_sc_hd__a21oi_1, sky130_fd_sc_hd__edfxtp_1, sky130_fd_sc_hd__xnor2_1
- The synthesized instance count is 578.
- Yosys reported that registers with async set or reset make up 0%.
- Commonest register cell after synthesis :: sky130_fd_sc_hd__edfxtp_1
- Flops & latches, synth :: 55
- Chip area in the Yosys report :: 4670 sq um
- After synthesis, the mean cell area works out to 8.08 sq um.
- Yosys mapped a number of flops with a built-in enable equal to 35.
- The synthesized netlist occupies a cell area of 4670 sq um.
- Number of cells in the yosys synthesis report :: 578
- Sequential cells were found to cover 31.1% of the synthesized design area.
- Of all cell types, the one taking the most synthesized area is sky130_fd_sc_hd__edfxtp_1.

** Timing
- Between clock sinks in the finished design, the worst skew comes to 0.00686 ns.
- For this run, the top clock speed supported by timing is 0.242 GHz.
- The tightest hold path in the finished design has a slack of 0.452 ns.
- The final max-slew violation count recorded for this run is 0.
- In the final report, the number of hold violations comes to 0.
- Setup repair after global routing missed its margin :: false
- Sum of negative setup slack :: 0 ns
- Measured against its own limit, the worst slew margin works out to 47.2%.
- Dividing the final minimum period by the clock period gives 27.6%.
- Looking at the max-slew report, the worst-margin pin has a slew of 0.792 ns.
- In the final report, the number of endpoints failing setup comes to 0.
- Counting I/O delays and the setup requirement, the final critical path takes 4.13 ns.

** Layout
- Logic area :: 2930 sq um
- Layout-stage area growth over the synthesis result :: 5.52%
- Non-Filler Cell Area, Final :: 4930 sq um
- Fill count :: 1094
- Ratio of cells with drive above 1 in the final layout :: 5.72%
- Count of non-filler cells in the finished layout :: 702
- Summing all flip-flop and latch instances after layout gives 1450 sq um.
- At the end of the flow the core is filled with cells to 43.1%.

** Floorplan
- CORE AREA :: 11400 sq um
- From left edge to right edge, the die measures 110 um.
- The floorplan step records an initial core utilization of 40.9%.
- The initialized floorplan defines 39 standard-cell rows.
- Vertical extent of the die :: 110 um
- Count of pins on the block boundary :: 8
- The overall die size recorded for this design is 12100 sq um.

** Global route
- Global routing used 19.6% of the available tracks across all layers.
- Pin count of the biggest net entering global routing :: 37
- Global-route wire length before repair :: 18.2 mm
- The initial antenna violation count is 0.
- Overall overflow remaining after global route :: 0
- Via count of the first global-routing pass :: 3689

** Clock tree
- Clock slew at the register clock pins of the worst setup and hold paths :: 0.07 ns
- Post CTS Setup Buffer Count :: 0
- Clock buffer depth :: 2
- CTS buffer count :: 5
- The clock net in this run drives a total of 55 sinks.
- CTS tree :: done
- Count of instances resized after the clock tree is built :: 0
- As reported, the later end of the worst-skew pair has a clock insertion delay of 0.29 ns.
- The clock H-tree reported by CTS has 2 levels.
- Post-CTS Hold Buffers :: 0
- Clk root buf :: sky130_fd_sc_hd__clkbuf_16

** Pwr
- For this design the static power due to leakage is 1.72 nW.
- Worst supply voltage drop on vdd :: 0.0000470 V
- Total power normalized to cell area comes to 56.7 nW/um^2.

** Job
- OpenROAD emitted warnings numbering 40.
- Max cap viols :: 0

** Outcome
- Status :: finished clean

** Worst hold path
- The type recorded for the worst min-delay path is reg2reg.
==> layer usage <==
layer,vias up,track usage [%],wire length (um)
met5,-,0,0
met2,121,29.2,4730
met3,11,3.12,631
met4,0,2.19,97
li1,2044,-,-
met1,1898,31.6,5540
==> flip-flops by register name, summed over array words and instances, names as in the netlist <==
name / flops
uut.db7: 1
uut.next_state: 3
uut.lcd_rw: 1
uut.line2_state: 2
uut.db4: 1
uut.db6: 1
uut.line_break_state: 3
uut.line2_index: 6
uut.init_ROM_index: 4
uut.lcd_rs: 1
uut.line1_index: 8
uut.db5: 1
uut.line1_state: 2
uut.lcd_e: 1
uut.counter: 20
==> area by class of cell <==
cell class | instances | area share, %
Clock buffer | 6 | 2.82
Clock inverter | 2 | 0.305
Inverter | 28 | 2.13
Multi-Input combinational cell | 456 | 59.5
Sequential cell | 55 | 29.5
Tap cell | 143 | 3.63
Timing Repair Buffer | 12 | 2.18
==> path summary, 6_finish.rpt <==
kind                            slack [ns]        endpoint  depth (start not counted)               start
worst max-delay path                 10.87         data[0]                          1             uut.db4
worst min-delay path                  0.45  uut.counter[0]                          1      uut.counter[0]
worst max register to register       11.47         uut.db6                          8  uut.line1_index[1]
worst min register to register        0.45  uut.counter[0]                          1      uut.counter[0]
==> report_power, final <==
| part | switching, mW | internal, mW |
|---|---|---|
| combinational | 0 | 0 |
| sequential | 0 | 0.159 |
| clock | 0.0534 | 0.0669 |
==> kinds of logic after synthesis <==
logic type	after synthesis	synth area share, %
AOI/OAI and AO/OA	142	20.3
xor gates and xnor gates	45	8.44
adders and majority gates	24	6.43
buffers and inverters	67	6.16
DFF	55	31.1
muxes	12	2.65
and+or+nand+nor	233	24.9
==> cell usage in the layout, fill, tap and decap left out, types with 5 or more instances in the layout <==
cell type                          n
sky130_fd_sc_hd__a31oi_1           6
sky130_fd_sc_hd__nand4_1           8
sky130_fd_sc_hd__ha_1             24
sky130_fd_sc_hd__xor2_1           14
sky130_fd_sc_hd__or3_1             9
sky130_fd_sc_hd__nor2b_1          15
sky130_fd_sc_hd__nor4_1            5
sky130_fd_sc_hd__buf_4             5
sky130_fd_sc_hd__nor3_1           14
sky130_fd_sc_hd__nand2_1          51
sky130_fd_sc_hd__clkdlybuf4s50_1   7
sky130_fd_sc_hd__and3_1            8
sky130_fd_sc_hd__a21oi_1          42
sky130_fd_sc_hd__edfxtp_1         35
sky130_fd_sc_hd__nand3_1          13
sky130_fd_sc_hd__xnor2_1          31
sky130_fd_sc_hd__dfxtp_1          20
sky130_fd_sc_hd__nand2b_1          7
sky130_fd_sc_hd__o21ai_0          29
sky130_fd_sc_hd__o31ai_1           8
sky130_fd_sc_hd__o22ai_1           5
sky130_fd_sc_hd__clkbuf_16         5
sky130_fd_sc_hd__inv_1            27
sky130_fd_sc_hd__mux2i_1           9
sky130_fd_sc_hd__nor2_1           78
==> stage by stage <==
| stage | worst slack [ns] | total power, mW |
|---|---|---|
| 6_report | 10.87 | 0.279 |
| 5_1_grt | 10.82 | 0.286 |
| 3_5_place_dp | 11.20 | 0.162 |
| 4_1_cts | 10.87 | 0.281 |
| 3_3_place_gp | 11.21 | 0.162 |
| 2_1_floorplan | 11.52 | 0.162 |
No activity file was given, so power comes from the tool's default toggle rates.
