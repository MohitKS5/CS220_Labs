==> /design/flow/design.v <==
`timescale 1ns / 1ps
module regFile(
	input clk, writeEnable,
	input [4:0] writeAddr,readAddrA, readAddrB,
	input [15:0] writeData,
	output [15:0] readDataA, readDataB
	);
	reg [15:0] rFile [0:31];
	initial begin
		rFile[0]=16'b0;  rFile[1]=16'b0;  rFile[2]=16'b0;  rFile[3]=16'b0;  rFile[4]=16'b0;
		rFile[5]=16'b0;  rFile[6]=16'b0;  rFile[7]=16'b0;  rFile[8]=16'b0;  rFile[9]=16'b0;
		rFile[10]=16'b0; rFile[11]=16'b0; rFile[12]=16'b0; rFile[13]=16'b0; rFile[14]=16'b0;
		rFile[15]=16'b0; rFile[16]=16'b0; rFile[17]=16'b0; rFile[18]=16'b0; rFile[19]=16'b0;
		rFile[20]=16'b0; rFile[21]=16'b0; rFile[22]=16'b0; rFile[23]=16'b0; rFile[24]=16'b0;
		rFile[25]=16'b0; rFile[26]=16'b0; rFile[27]=16'b0; rFile[28]=16'b0; rFile[29]=16'b0;
		rFile[30]=16'b0; rFile[31]=16'b0;
	end
	assign readDataA = rFile[readAddrA];
	assign readDataB = rFile[readAddrB];
	always @(posedge clk) begin
		if (writeEnable) begin 
		rFile[writeAddr] <= writeData;
		end
	end
endmodule
==> /design/flow/run.sh <==
#!/bin/bash
# OpenROAD 26Q1-2900-gdf79404cd8, Yosys 0.63+post, stock flow scripts
make -C /OpenROAD-flow-scripts/flow DESIGN_CONFIG=/design/flow/config.mk WORK_HOME=/design/flow/orfs finish
==> /design/flow/config.mk <==
export PLATFORM = sky130hd
export DESIGN_NAME = regFile
export DESIGN_NICKNAME = regFile
export VERILOG_FILES = /design/flow/design.v
export SDC_FILE = /design/flow/constraint.sdc
export NUM_CORES = 4
export LEC_CHECK = 1
export CORE_UTILIZATION = 50
==> /design/flow/constraint.sdc <==
current_design regFile

set clk_period 3.8
set clk_io_pct 0.2

create_clock -name clk0 -period $clk_period [get_ports {clk}]

set non_clock_inputs [all_inputs -no_clocks]
set_input_delay [expr $clk_period * $clk_io_pct] -clock clk0 $non_clock_inputs
set_output_delay [expr $clk_period * $clk_io_pct] -clock clk0 [all_outputs]
==> out/results.txt <==
Outcome - finished clean
Clock Tree Buf Depth - 3
Comb power frac - 10.8%
Vias in the first global route - 16,410
Total CTS buffers - 55
Die span in y - 224.7 um
Fraction of final layout cells sized beyond drive strength 1 - 19.01%
CP most frequent cell - buf_4
Mapped Area - 0.02480 sq mm
Final slew viol count - 0
Psw - 2.959 mW
Cells after synthesis - 1,696
Tcrit/Tclk final - 98.62%
Cell Area, Placed - 0.02751 sq mm
Inst Count DP - 2,499
Via Count - 15,990
Final Non-Filler Cells - 2,600
DR vias/cell - 6.148
Drt wl/cell - 27.71 um
IO Count - 65
Initial antenna violation count - 0
Critical path class - in2out
CTS Sinks - 512
GRT Residual Overflow - 0
Seq cells post-synth - 512
Post-route cell area - 0.02953 sq mm
Hpwl dp - 47,240 um
Ys cells - 1,696
Maximum vdd drop - 0.3021 mV
Final setup viols - 0
Pin count of the biggest net entering global routing - 47
Routed Wire Length - 72,050 um
Max Freq - 266.8 MHz
Overall power - 12.84 mW
Die ar. - 0.05049 sq mm
Synth cell types - 26
Clock power frac - 40.0%
Tmin final - 3748 ps
Sequential power share - 49.1%
Crit. End Element - output pin
H-tree depth - 2
Worst-path maximum fanout - 7
Core area - 0.04895 sq mm
Critical Path Slowest Stage Cell - clkdlybuf4s50_1
PD cells - 435.0 mW/mm^2
Largest register by flop count - rFile
Die W - 224.7 um
Worst EP required - 3040 ps
Post-Route Utilization - 60.32%
Cell internal pwr - 9.884 mW
Hold WC Path Type - in2reg
CTS tree - yes
Root buffer cell - clkbuf_16
Crit path cell chain - dlygate4sd2_1 -> and2_4 -> buf_12 -> buf_4 -> a22o_1 -> nor3_1 -> a31oi_1 -> buf_4 -> nand3_1 -> clkdlybuf4s50_1
Leakage - 11.08 nW
Largest regs - rFile (512)
Antenna Nets Post-Route - 0
Worst path max stage delay - 480 ps
Hold violation count in the final report - 0
Ys Warns - 1
Fillers - 3,642
Port Buffer Count - 64
Worst setup SP type - primary input
Reg clk slew, reported paths - 60 ps
DRC Markers - 0
Tool warnings - 25
Maxcap violations - 0
RSZ-0062 raised after global routing - no
YS chip area - 0.02480 sq mm
Site row count - 81
Most numerous logic cells after layout - mux2i_1, edfxtp_1, buf_4, a22oi_1, nand2_1
Slew HR - 65.53%
Drt initial violations - 1,062
Largest register FFs - 512
CP arrival - 2990 ps
DR pass1 iterations - 5
Area Growth Syn to Fin - 19.07%
FP Util - 50.66%
N_diodes - 0
Avg Inst Size Synth - 14.62 sq um
GRT Overall Usage - 31.82%
Worst Max-Slew Pin Slew - 516.4 ps
Synth Seq Share - 62.00%
GP Congestion - 0.9181
First-pass GRT wire length - 105,700 um
Post-CTS Hold Fix Bufs - 0
Sw Ratio - 23.04%
[area by class of cell]
cell class / count / area [sq um] / share of cell area (%)
Sequential cell: 512 / 15370 / 52.07
Multi-Input combinational cell: 1051 / 8782 / 29.74
Timing Repair Buffer: 273 / 2821 / 9.556
Clock buffer: 69 / 1471 / 4.983
Tap cell: 664 / 830.8 / 2.814
Clock inverter: 31 / 245.2 / 0.8306
[cells by family after synthesis]
family / count (synthesis) / share of synthesized area, %
AND-OR/OR-AND: 288 / 8.235
multiplexers: 512 / 20.67
buffers and inverters: 133 / 4.148
AND/OR/NAND/NOR: 251 / 4.945
flip-flops: 512 / 62.00
[timing repair]
item                       4_1_cts  5_1_grt
resized                         36       19
buffers inserted                 1        0
pin swaps                        1        4
setup endpoints to repair       32       26
[synthesized netlist by cell type, drive strengths merged]
master / number / area, sq um
edfxtp: 512 / 15370
mux2i: 512 / 5125
a22oi: 128 / 960.9
buf: 114 / 957.2
nand3: 66 / 330.3
nand2: 65 / 244.0
a21oi: 64 / 320.3
a22o: 64 / 560.5
nor2: 35 / 146.4
a31oi: 32 / 200.2
nand4: 32 / 200.2
nor3: 32 / 160.2
clkbuf: 19 / 71.32
nand3b: 5 / 37.54
nand2b: 4 / 25.02
nor2b: 4 / 25.02
or3b: 3 / 26.28
and2: 2 / 12.51
or2: 2 / 12.51
or3: 1 / 6.260
[critical path: cells and delay by family]
family / cells / cell delay [ps]
compound gates: 2 / 330
simple gates: 3 / 630
buf+inv: 5 / 1260
[power by group through the flow]
stage         Sequential [mW]  Combinational (mW)  Clock (mW)
CTS                      6.31                1.37        5.21
global route             6.32                1.47        5.41
finish                   6.31                1.39        5.14
[path summary, 6_finish.rpt]
kind     startpoint                      end  cells after the start  slack (ps)
max    readAddrA[0]            readDataA[10]                     10          50
min   writeData[11]  rFile[13][11]$_DFFE_PP_                      2         990
[through the flow]
step,hold slack (ps),setup slack (ps),setup TNS [ps]
after floorplan,858.9,1300,0
after global placement,1600,-323.6,-4306
after detailed placement,1603,-409.6,-5091
after CTS,970.6,7.954,0
after global routing,1011,1.767,0
final,988.6,52.45,0
[per-layer routing]
metal | global-route usage (%) | vias to the layer above | routed length (um)
met2 | 47.19 | 841 | 33670
met4 | 7.659 | 2 | 2184
li1 | - | 7157 | -
met3 | 16.03 | 150 | 9010
met1 | 44.99 | 7836 | 27120
met5 | 1.075 | - | 69
Power is estimated from default activity; no workload was simulated.
