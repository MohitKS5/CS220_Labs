### config.mk
export PLATFORM = sky130hd
export DESIGN_NAME = fsm
export DESIGN_NICKNAME = fsm
export VERILOG_FILES = /design/flow/design.v
export SDC_FILE = /design/flow/constraint.sdc
export NUM_CORES = 4
export LEC_CHECK = 1
export CORE_AREA = 10 10 112 112
export DIE_AREA = 0 0 122 122
### constraint.sdc
current_design fsm

set clk_period 6.1
set clk_io_pct 0.2

create_clock -name clk0 -period $clk_period [get_ports {clk}]

set non_clock_inputs [all_inputs -no_clocks]
set_input_delay [expr $clk_period * $clk_io_pct] -clock clk0 $non_clock_inputs
set_output_delay [expr $clk_period * $clk_io_pct] -clock clk0 [all_outputs]
### design.v
module fsm(
	input clk,
	input [1:0] holder,
	output reg [3:0] state
	);
	reg [2:0] MROM [0:12];
	reg [3:0] DROM_1 [0:3];
	reg [3:0] DROM_2 [0:3];
	initial begin
		MROM[0] <= 3'h0;
		MROM[1] <= 3'h0;
		MROM[2] <= 3'h0;
		MROM[3] <= 3'h1;
		MROM[4] <= 3'h2;
		MROM[5] <= 3'h2;
		MROM[6] <= 3'h0;
		MROM[7] <= 3'h0;
		MROM[8] <= 3'h0;
		MROM[9] <= 3'h0;
		MROM[10] <= 3'h3;
		MROM[11] <= 3'h4;
		MROM[12] <= 3'h4;
		DROM_1[0]<=4'h4;
		DROM_1[1]<=4'h5;
		DROM_1[2]<=4'h6;
		DROM_1[3]<=4'h6;
		DROM_2[0]<=4'hB;
		DROM_2[1]<=4'hC;
		DROM_2[2]<=4'hC;
		DROM_2[3]<=4'hC;
 	end
 	integer counter=0;
 	reg [1:0] prev_holder=2'b0;
 	always @(posedge clk) begin
 		counter<=counter+1;
 		if ((counter == 100_000_000)||(holder!=prev_holder)) begin
 			case(MROM[state])
 				3'h0: state<=state+1;
 				3'h1: state<=DROM_1[holder];
 				3'h2: state<=4'h7;
 				3'h3: state<=DROM_2[holder];
 				3'h4: state<=0;
 			endcase
			prev_holder<=holder;
			counter<=0;
 		end
 	end
endmodule
### run.sh
#!/bin/bash
# OpenROAD 26Q1-2900-gdf79404cd8, Yosys 0.63+post, stock flow scripts
make -C /OpenROAD-flow-scripts/flow DESIGN_CONFIG=/design/flow/config.mk WORK_HOME=/design/flow/orfs finish
==> impl_metrics.env <==
# source this file to load flow results
export IMPL_clock_root_buffer="clkbuf_8"
export IMPL_rsz0062_at_grt="no"
export IMPL_drc=0
export IMPL_core_sq_um=10200
export IMPL_ys_types=49
export IMPL_cts_buffers=5
export IMPL_synth_cells=241
export IMPL_drv_cap=0
export IMPL_die_y_um=122
export IMPL_antenna_cells=0
export IMPL_overflow=0
export IMPL_ff_type="dfxtp_1"
export IMPL_hold_class="register to register"
export IMPL_fin_crit_sh=0.440
export IMPL_synth_area_leader_cell="dfxtp_1"
export IMPL_required_ns=6.34
export IMPL_async_reset_ff_frac=0
export IMPL_grt_busiest_layer="met2"
export IMPL_path_class="input pin to register"
export IMPL_worstMarginPinSlew_ns=0.833
export IMPL_num_rows=37
export IMPL_ys_flops=41
export IMPL_status="complete, no violations"
export IMPL_layout_area_comb_sq_um=1180
export IMPL_ir_drop_uv=132
export IMPL_fillers=1094
export IMPL_wl_per_cell_um=10.6
export IMPL_fp_util=0.209
export IMPL_htreeDepth=2
export IMPL_setup_viol=0
export IMPL_drive_gt1_frac=0.0887
export IMPL_grt_use_total=0.0559
export IMPL_io_pins=7
export IMPL_die_area_sq_um=14900
export IMPL_avgSynthCellArea_sq_um=8.85
export IMPL_vias=1655
export IMPL_ys_area_sq_um=2130
export IMPL_die_w_um=122
export IMPL_final_hold_viol_count=0
export IMPL_ys_seq_share=0.413
export IMPL_drtPass1Iterations=4
export IMPL_start_kind="input pin"
export IMPL_fin_setup_tns_ns=0
export IMPL_cts_tree="built"
export IMPL_clkTransAtPathRegs_ns=0.08
export IMPL_seq_area_sq_um=881
export IMPL_portBuffers=6
export IMPL_dpl_hpwl_mm=2.83
export IMPL_leakagePower_uw=0.000813
export IMPL_via_per_inst=4.31
export IMPL_antenna_left=0
export IMPL_skew_ns=0.0105
export IMPL_clock_path_buffers=2
export IMPL_place_congestion=0.828
export IMPL_synthDominantCellAreaShare=0.328
export IMPL_grt_pass1_vias=1563
export IMPL_netlist_top_cells_count="nor2_1, dfxtp_1, xor2_1, nand3_1, nand4_1"
export IMPL_yosysMostFrequentCell="nor2_1"
export IMPL_hold_worst_slack_ns=0.485
export IMPL_area_growth_syn_to_layout_pct=14.7
export IMPL_netlist_area_sq_um=2130
export IMPL_grt_max_degree=33
export IMPL_slew_viol_final=0
export IMPL_slew_headroom=0.442
export IMPL_crit_arrival_ns=2.93
export IMPL_fmax_mhz=373
export IMPL_drt_iter0_drc=52
export IMPL_grt_first_pass_wirelength_mm=7.18
export IMPL_end_kind="register"
export IMPL_hold_buffers=0
export IMPL_warnings=26
export IMPL_cts_resized=0
export IMPL_cellPowerDensity_nw_per_um2=326
export IMPL_use_met1=0.0800
export IMPL_edf_count=6
export IMPL_antenna_found_initial=0
export IMPL_min_period_ns=2.68
export IMPL_yosys_warnings=1
export IMPL_clk_insertion_delay_late_ns=0.29
export IMPL_clock_sinks=41
export IMPL_top_cells_by_area="dfxtp_1, xor2_1, edfxtp_1"
export IMPL_post_cts_buffers=0
export IMPL_grt_use_met2=0.0898
export IMPL_ys_cells=241
export IMPL_wl_mm=4.07
export IMPL_grt_use_met3=0.00751
export IMPL_cp_max_fo=6
## final timing paths
| check | from | endpoint | slack [ns] | cells after the start |
|---|---|---|---|---|
| setup / recovery | holder[1] | register | 3.42 | 6 |
| hold / removal | counter[0] | counter[0] | 0.48 | 1 |
| setup reg to reg | counter[2] | counter[31] | 3.79 | 5 |
| hold reg to reg | counter[0] | counter[0] | 0.48 | 1 |
## stage by stage
stage	util	setup WS, ns	cell area [sq um]	cells	total power (uW)
floorplan	-	3.72	2130	241	528
CTS	0.239	3.41	2450	384	808
finish	0.239	3.42	2450	384	798
global route	0.239	3.24	2450	384	856
detailed placement	0.228	3.13	2340	376	600
global placement	0.228	3.12	2340	376	600
## where the power goes
part | switching [uW] | internal, uW
sequential | 47.6 | 312
clock | 97.5 | 106
combinational | 119 | 116
total | 264 | 534
## critical path, stage by stage
cell             delay (ns)
clkdlybuf4s50_1        0.50
or2_2                  0.33
a2bb2oi_1              0.16
a211oi_1               0.29
nor3b_1                0.25
a32o_1                 0.18
## cell type report
type,count,area share
inverters,10,0.0153
well taps,136,0.0695
repair buffers,7,0.0276
multi-input cells,182,0.483
clock inverters,2,0.00665
clock buffers,6,0.0383
flip-flops and latches,41,0.360
## registers in the layout (all words and copies together) (netlist names), named ones only
signal,count
prev_holder,2
state,4
counter,32
## cell usage in the layout (no fill, tap or decap), types with 2 or more instances in the layout
master	count
a211oi_1	2
a21oi_1	8
and3_1	5
clkbuf_8	5
clkdlybuf4s50_1	6
dfxtp_1	35
edfxtp_1	6
ha_1	3
inv_1	8
inv_2	2
nand2_1	6
nand2_2	2
nand3_1	15
nand4_1	14
nor2_1	39
nor2_2	2
nor3_1	5
nor3b_1	4
nor4_1	3
nor4b_1	3
nor4bb_1	2
o21a_1	2
o21ai_0	6
o22ai_1	2
o31ai_1	2
or3_1	3
or4_1	2
xnor2_1	10
xor2_1	22
## layer usage
layer,share of wire,vias up,routed length [um]
li1,-,865,-
met1,0.51,758,2070
met2,0.44,26,1790
met3,0.033,6,133
met4,0.016,0,64
met5,0,-,0
## cell families after synthesis
logic type	Yosys count	synth area share
AOI/OAI and AO/OA	29	0.0886
xor gates and xnor gates	32	0.131
adders and majority gates	3	0.0176
buffers and inverters	18	0.0334
DFF	41	0.413
and+or+nand+nor	118	0.316
Power is estimated from default activity; no workload was simulated.
